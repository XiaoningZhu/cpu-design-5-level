==> design.v <==
`timescale 1ns / 1ps
module total_test_imem(mem_clk,addr,rdata
    );
   input mem_clk;
   input [7:0] addr;
   output [15:0] rdata;
   reg [15:0] i_mem [255:0];
	assign rdata = i_mem[addr];
   always @(posedge mem_clk)
	begin
	case(addr)
	   0:i_mem[addr]=16'h4f10 ; 
		1:i_mem[addr]=16'h81b6 ; 
		2:i_mem[addr]=16'h1970 ; 
		3:i_mem[addr]=16'h1100 ; 
		4:i_mem[addr]=16'h1201 ; 
		5:i_mem[addr]=16'h8b12 ; 
		6:i_mem[addr]=16'h1b71 ; 
		7:i_mem[addr]=16'h8b02 ; 
		8:i_mem[addr]=16'h1b72 ; 
		9:i_mem[addr]=16'h1102 ; 
		10:i_mem[addr]=16'h9312 ; 
		11:i_mem[addr]=16'h1b73 ; 
		12:i_mem[addr]=16'h5321 ; 
		13:i_mem[addr]=16'h1b74 ; 
		14:i_mem[addr]=16'h9321 ; 
		15:i_mem[addr]=16'h1b75 ; 
		16:i_mem[addr]=16'h1103 ; 
		17:i_mem[addr]=16'h1204 ; 
		18:i_mem[addr]=16'h6b12 ; 
		19:i_mem[addr]=16'h1b76 ; 
		20:i_mem[addr]=16'h7312 ; 
		21:i_mem[addr]=16'h1b77 ; 
		22:i_mem[addr]=16'h7b12 ; 
		23:i_mem[addr]=16'h1b78 ; 
		24:i_mem[addr]=16'h2310 ; 
		25:i_mem[addr]=16'h1b79 ; 
		26:i_mem[addr]=16'h2311 ; 
		27:i_mem[addr]=16'h1b7a ; 
		28:i_mem[addr]=16'h2314 ; 
		29:i_mem[addr]=16'h1b7b ; 
		30:i_mem[addr]=16'h231f ; 
		31:i_mem[addr]=16'h1b7c ; 
		32:i_mem[addr]=16'h3310 ; 
		33:i_mem[addr]=16'h1b7d ; 
		34:i_mem[addr]=16'h3311 ; 
		35:i_mem[addr]=16'h1b7e ; 
		36:i_mem[addr]=16'h3318 ; 
		37:i_mem[addr]=16'h1b7f ; 
		38:i_mem[addr]=16'h331f ; 
		39:i_mem[addr]=16'h4f10 ; 
		40:i_mem[addr]=16'h1b70 ; 
		41:i_mem[addr]=16'h2b10 ; 
		42:i_mem[addr]=16'h1b71 ; 
		43:i_mem[addr]=16'h2b11 ; 
		44:i_mem[addr]=16'h1b72 ; 
		45:i_mem[addr]=16'h2b18 ; 
		46:i_mem[addr]=16'h1b73 ; 
		47:i_mem[addr]=16'h2b1f ; 
		48:i_mem[addr]=16'h1b74 ; 
		49:i_mem[addr]=16'h2b20 ; 
		50:i_mem[addr]=16'h1b75 ; 
		51:i_mem[addr]=16'h2b21 ; 
		52:i_mem[addr]=16'h1b76 ; 
		53:i_mem[addr]=16'h2b28 ; 
		54:i_mem[addr]=16'h1b77 ; 
		55:i_mem[addr]=16'h2b2f ; 
		56:i_mem[addr]=16'h1b78 ; 
		57:i_mem[addr]=16'h3b10 ; 
		58:i_mem[addr]=16'h1b79 ; 
		59:i_mem[addr]=16'h3b11 ; 
		60:i_mem[addr]=16'h1b7a ; 
		61:i_mem[addr]=16'h3b18 ; 
		62:i_mem[addr]=16'h1b7b ; 
		63:i_mem[addr]=16'h3b1f ; 
		64:i_mem[addr]=16'h1b7c ; 
		65:i_mem[addr]=16'h3b20 ; 
		66:i_mem[addr]=16'h1b7d ; 
		67:i_mem[addr]=16'h3b21 ; 
		68:i_mem[addr]=16'h1b7e ; 
		69:i_mem[addr]=16'h3b28 ; 
		70:i_mem[addr]=16'h1b7f ; 
		71:i_mem[addr]=16'h4f10 ; 
		72:i_mem[addr]=16'h3b2f ; 
		73:i_mem[addr]=16'h1b70 ; 
		74:i_mem[addr]=16'h1105 ; 
		75:i_mem[addr]=16'h1206 ; 
		76:i_mem[addr]=16'h1307 ; 
		77:i_mem[addr]=16'hc04f ; 
		78:i_mem[addr]=16'h1f71 ; 
		79:i_mem[addr]=16'hc910 ; 
		80:i_mem[addr]=16'h1f72 ; 
		81:i_mem[addr]=16'h4423 ; 
		82:i_mem[addr]=16'hf928 ; 
		83:i_mem[addr]=16'hf114 ; 
		84:i_mem[addr]=16'h1f73 ; 
		85:i_mem[addr]=16'h4433 ; 
		86:i_mem[addr]=16'hf128 ; 
		87:i_mem[addr]=16'hf918 ; 
		88:i_mem[addr]=16'h1f74 ; 
		89:i_mem[addr]=16'h6033 ; 
		90:i_mem[addr]=16'hd928 ; 
		91:i_mem[addr]=16'hd11c ; 
		92:i_mem[addr]=16'h1f75 ; 
		93:i_mem[addr]=16'h6043 ; 
		94:i_mem[addr]=16'hd128 ; 
		95:i_mem[addr]=16'hd920 ; 
		96:i_mem[addr]=16'h1f76 ; 
		97:i_mem[addr]=16'h6034 ; 
		98:i_mem[addr]=16'he928 ; 
		99:i_mem[addr]=16'he124 ; 
		100:i_mem[addr]=16'h1f77 ; 
		101:i_mem[addr]=16'h6043 ; 
		102:i_mem[addr]=16'he128 ; 
		103:i_mem[addr]=16'he927 ; 
		104:i_mem[addr]=16'h1f78 ; 
		105:i_mem[addr]=16'h0800 ; 
	default: i_mem[addr] <= {5'b00001, 11'b000_0000_0000};
	endcase
	end
endmodule
==> run.sh <==
#!/bin/bash
# OpenROAD 26Q1-2900-gdf79404cd8, Yosys 0.63+post, stock flow scripts
make -C /OpenROAD-flow-scripts/flow DESIGN_CONFIG=/design/flow/config.mk WORK_HOME=/design/flow/orfs finish
==> config.mk <==
export PLATFORM = sky130hd
export DESIGN_NAME = total_test_imem
export DESIGN_NICKNAME = total_test_imem
export VERILOG_FILES = /design/flow/design.v
export SDC_FILE = /design/flow/constraint.sdc
export NUM_CORES = 4
export LEC_CHECK = 1
export CORE_UTILIZATION = 40
==> constraint.sdc <==
current_design total_test_imem

set clk_period 29.1
set clk_io_pct 0.2

create_clock -name clk0 -period $clk_period [get_ports {mem_clk}]

set non_clock_inputs [all_inputs -no_clocks]
set_input_delay [expr $clk_period * $clk_io_pct] -clock clk0 $non_clock_inputs
set_output_delay [expr $clk_period * $clk_io_pct] -clock clk0 [all_outputs]
==> ci_impl_report.md <==
## Implementation flow summary

| Metric | Value |
|---|---|
| Worst path setup slack after routing | `9.65 ns` |
| Final Total Pwr | `about 12 mW` |
| And-or/or-and share of the synthesized area | `1.60%` |
| Antenna violations before repair | `29` |
| Number of warnings reported in the yosys synthesis log | `1` |
| Largest driver fanout on the critical path | `61` |
| Share of synthesized registers carrying an async set or reset | `0%` |
| Number of routed nets with antenna violations | `0` |
| # placed instances | `between 10000 and 15000` |
| Total number of vias | `76222` |
| XOR/XNOR Fraction of Synth Area | `less than 1%` |
| Leakage power total | `about 51 nW` |
| Clock tree from TritonCTS | `yes` |
| Overall global routing resource usage | `25.8%` |
| Fraction of the mapped netlist area in adder cells | `0%` |
| Final clock period utilization by the worst path | `approximately 67%` |
| Weighted congestion reported at the end of routability-driven placement | `1.00` |
| Largest register FFs | `slightly above 4000` |
| Number of enable flip-flop cells | `4096` |
| Final Core Density | `between 40% and 50%` |
| Yosys chip area | `159000 µm²` |
| Overflow left after global routing | `0` |
| Required time of the critical path | `around 23 ns` |
| Final hold viol count | `0` |
| Worst vdd ir | `0.0565 mV` |
| Maximum clock frequency | `51.4 MHz` |
| Number of buffers added by the clock tree synthesis step | `between 400 and 500` |
| Family of cells with the greatest summed delay on the critical path | `buffers and inverters` |
| Clock buffer depth | `4` |
| Hold Crit Endpoint | `i_mem[25][15]$_DFFE_PP_` |
| Max-cap viol count | `0` |
| Netlist Area Pre-Place | `159000 µm²` |
| Crit path max-delay cell type | `nor4_1` |
| Hold Path Depth | `3` |
| Slew Limit Headroom | `around 1.6%` |
| Flop and latch count out of synthesis | `4096` |
| Die Span Y | `between 600 and 700 µm` |
| Mux frac, synth | `between 10% and 20%` |
| Remaining DRCs | `0` |
| Count of tool warnings | `50` |
| Most frequently placed logic cell in the final layout | `edfxtp_1` |
| Cells traversed along the worst timing path | `buf_16 -> buf_4 -> buf_4 -> buf_4 -> buf_4 -> mux4_2 -> mux2i_1 -> o22ai_1 -> nor4_1 -> o221ai_1 -> nor4_1 -> nand4_1 -> clkdlybuf4s50_1` |
| Count of instantiated cells in the yosys netlist | `6885` |
| Vias per inst | `~5.9` |
| Routed length per instance | `35.5 µm` |
| Wire length of the first global-routing pass | `645 mm` |
| Simple-gate portion of the synthesized area | `~1.9%` |
| Distinct lib cells used | `approximately 75` |
| Number of buffers added for setup after CTS | `0` |
| Number of detailed-route iterations in the first pass | `8` |
| Number of filler instances in the final layout | `31724` |
| Delay contributed by the slowest stage of the critical path | `1.21 ns` |
| Crit. End Element | `primary output` |
| DRT iter0 DRCs | `5591` |
| Shortest clock period the worst path allows after layout | `19.45 ns` |
| Sequential share of the synthesized area | `between 70 and 80%` |
| Tightest Hold Check Type | `primary input to flop` |
| Mapped Cells | `~6900` |
| Die width | `around 630 µm` |
| Mean cell area of the mapped netlist | `23.1 µm²` |
| Non-Filler Cell Area, Final | `181000 µm²` |
| Crit path arrival time | `13.63 ns` |
| Layout-stage area growth over the synthesis result | `13.9%` |
| Most numerous logic cells after layout | `edfxtp_1, mux4_2, buf_4, clkbuf_16, nor2_2` |
| # setup viols final | `0` |
| Starting density of the core | `40.3%` |
| Vias in the first global route | `83432` |
| Number of max-slew violations in the final report | `0` |
| Actual slew at the worst max-slew pin | `1.46 ns` |
| Number of standard cells in the final layout excluding fillers | `12994` |
| Power density over cell area | `68.3 nW/µm²` |
| Unrepaired setup endpoints after global routing | `false` |
| Run status | `completed` |
| Site Rows | `230` |
| Sum Neg Setup Slack | `0 ns` |
| Kind of critical path | `primary input to primary output` |
| Reg with most FFs | `i_mem` |
| Number of top-level design ports | `25` |
| CTS Root Buffer Type | `clkbuf_16` |
| Critical path's most frequent cell | `buf_4` |
| Worst Hold Slack | `between 6 and 7 ns` |
| Worst setup slack after placement | `roughly 9.8 ns` |
| Kind of start point of the critical path | `primary input` |
| Combinational family with the most area after synthesis | `multiplexers` |
| Critical hold path startpoint | `addr[6]` |
| Hold Buf Count CTS | `0` |
| Number of I/O port buffers | `24` |
| Aggregate routed wire length | `462 mm` |
| Number of sinks handled by clock tree synthesis | `between 4000 and 5000` |
| Placed wire-length estimate | `280 mm` |
| Largest registers in the final layout | `i_mem: 4096 flops` |
| Die footprint | `399000 µm²` |
| Number of gates resized after cts | `0` |
| Clock transition at path regs | `0.07 ns` |
| Ratio of cells with drive above 1 in the final layout | `32.9%` |
| Largest net degree at the start of global routing | `145` |
| Placeable Area | `roughly 390000 µm²` |
| Top_reg_cell synth | `edfxtp_1` |
| H-tree level count | `5` |
| Cell area reported after detailed placement | `168000 µm²` |
| Buffers & Inverters on Critical Path | `6` |
[worst max-delay path by stage]
stage | cells past startpoint | to | start | slack [ns]
4_1_cts | 13 | rdata[15] | addr[0] | 9.77
5_1_grt | 13 | rdata[15] | addr[0] | 9.28
6_report | 13 | rdata[15] | addr[0] | 9.65
[cell usage after synthesis, drive strengths merged, types with 6 or more instances]
cell type | count | area, µm²
nand4 | 23 | 144
o211ai | 7 | 52.6
or4 | 11 | 82.6
mux4 | 1158 | 26100
nand2b | 15 | 93.8
or2 | 6 | 37.5
clkbuf | 138 | 518
o32ai | 20 | 175
o21ai | 45 | 225
nor2b | 20 | 125
nor3 | 21 | 105
a31oi | 18 | 113
or3 | 6 | 37.5
a221oi | 19 | 166
nor2 | 307 | 1150
a21oi | 54 | 270
nor4 | 22 | 144
a22oi | 36 | 270
a211oi | 14 | 105
nand2 | 141 | 537
mux2i | 175 | 1750
a32oi | 14 | 123
nand3 | 43 | 215
a2111oi | 6 | 65.1
and2 | 7 | 43.8
buf | 286 | 1770
a22o | 24 | 210
edfxtp | 4096 | 123000
o22ai | 71 | 444
[report_power, final]
| part | total [mW] | switching (mW) | internal (mW) |
|---|---|---|---|
| clock network | 4.98 | 2.18 | 2.80 |
| registers | 6.65 | 0.00506 | 6.64 |
| logic | 0.738 | 0.539 | 0.199 |
| total | 12.4 | 2.72 | 9.64 |
[final cells by class]
class / count / area [µm²] / share of cell area, %
diodes: 19 / 47.5 / 0.0263
clock buffers: 501 / 10500 / 5.81
clock inverters: 234 / 1990 / 1.10
inverters: 6 / 41.3 / 0.0228
multi-input cells: 2359 / 34300 / 19.0
flip-flops and latches: 4096 / 123000 / 68.0
well taps: 5220 / 6530 / 3.61
repair buffers: 559 / 4460 / 2.47
[kinds of logic (layout without fill, tap and decap cells)]
group | Yosys count | in the layout
XOR/XNOR | 2 | 2
flip-flops | 4096 | 4096
AND/OR/NAND/NOR | 656 | 656
buffers and inverters | 430 | 1300
multiplexers | 1337 | 1337
other | 0 | 19
AND-OR/OR-AND | 364 | 364
[tightest hold or removal path: cells and delay by family]
family        cells  cell delay (ns)
simple gates      2             0.56
buf+inv           1             0.38
[layer usage]
metal / vias to the layer above / share of wire [%] / track usage, %
met5: - / 0.30 / 2.56
met4: 49 / 4.9 / 9.49
met3: 884 / 21 / 23.4
met2: 5803 / 45 / 35.9
met1: 38831 / 29 / 27.8
li1: 30655 / - / -
Power is estimated from default activity; no workload was simulated.
