==> flow/design.v <==
`timescale 1ns / 1ps
module total_test_dmem(reset,mem_clk,dwe,addr,wdata,rdata
    );
  input reset,mem_clk, dwe;
  input [7:0] addr;
  input [15:0] wdata;
  output reg[15:0] rdata;
  reg [15:0] d_mem[63:0];
  always @(posedge mem_clk or negedge reset)
  begin
    if(!reset)
    begin
    rdata <= 0;
    d_mem[0] <= 16'hfffd;
    d_mem[1] <= 16'h0004;
    d_mem[2] <= 16'h0005;
    d_mem[3] <= 16'hc369;
    d_mem[4] <= 16'h69c3;
    d_mem[5] <= 16'h0041;
    d_mem[6] <= 16'hffff;
    d_mem[7] <= 16'h0001;
    end
    else
    begin
      if(dwe) d_mem[addr] <= wdata;
	   else rdata <= d_mem[addr];
    end
  end
endmodule
==> flow/run.sh <==
#!/bin/bash
# OpenROAD 26Q1-2900-gdf79404cd8, Yosys 0.63+post, stock flow scripts
make -C /OpenROAD-flow-scripts/flow DESIGN_CONFIG=/design/flow/config.mk WORK_HOME=/design/flow/orfs finish
==> flow/config.mk <==
export PLATFORM = sky130hd
export DESIGN_NAME = total_test_dmem
export DESIGN_NICKNAME = total_test_dmem
export VERILOG_FILES = /design/flow/design.v
export SDC_FILE = /design/flow/constraint.sdc
export NUM_CORES = 4
export LEC_CHECK = 1
export CORE_UTILIZATION = 40
==> flow/constraint.sdc <==
current_design total_test_dmem

set clk_period 2.9
set clk_io_pct 0.2

create_clock -name clk0 -period $clk_period [get_ports {mem_clk}]

set non_clock_inputs [all_inputs -no_clocks]
set_input_delay [expr $clk_period * $clk_io_pct] -clock clk0 $non_clock_inputs
set_output_delay [expr $clk_period * $clk_io_pct] -clock clk0 [all_outputs]
==> design notes <==
The run gives 37.9% for the remaining max-slew budget at the tightest pin. In the floorplan report the effective utilization is 40.4%. Per the hold report, the tightest min-delay path originates at wdata[8]. Setup slack on the worst reg-to-reg path comes out at 570 ps. Hold path endpoint: d_mem[0][8]$_DFFE_PN1P_. The count of input and output buffers works out to 40.

The TritonCTS sink count was 1040; the count of library flops with an enable pin was 896. The hold violation count in the final report was 0. The critical path in this run is classified as primary input to register.

The capture point of the worst register-to-register path is recorded as rdata[15]$_DFFE_PN0N_. Once synthesis finished, the tally of register bits stood at 1040. The worst setup path is captured at a register. The flow measured a signed area growth from synthesis to layout of 26.8%.

Per-cell via count in the routed design: 6.32. CTS placed an instance of sky130_fd_sc_hd__clkbuf_16 at the clock tree root. For reference, the top cells by count after synthesis are sky130_fd_sc_hd__edfxtp_1 (896), sky130_fd_sc_hd__nand3_1 (453), sky130_fd_sc_hd__nand4_1 (140).

The cell count after synthesis came out at 2550. Yosys stat counts 2550 cells in the synthesized netlist. For this block, the initial DRC count from the detailed router was 2270. The share of the clock period used by the worst path is 98.8%, and the maximum buffer depth of the clock tree is 3. The layout has 8112 filler cells. For this design the ratio of total power to cell area is 642 nW/um2. Nets still carrying antenna violations after routing amount to 0. 43 I/O pins were placed. The overflow left after global routing was 0.

The logs give 0 for the final setup violation count and 0.0257 W for the internal power. The register clock-pin slew on the reported worst setup and hold paths is 70 ps. The highest fanout seen on the critical path is 13, and the fraction of the yosys area taken by sequential cells is 75.6%.

STA classifies the critical path startpoint as a primary input. For this run, the chip area from Yosys synthesis comes to 40500 um2. Number of maximum-capacitance constraint violations: 0. The standby leakage power was 17.9 nW; the placeable core region was 100000 um2.

Looking at the cell usage after synthesis, the top flip-flop cell is sky130_fd_sc_hd__edfxtp_1. Per the detailed placement report, the placed cell area equals 47500 um2. The run gives 43.0% as the part of the total power dissipated in the clock network.

Clock latency on the worst-skew pair, taken at its later pin, is 700 ps. In this run the biggest area consumer among cell types represents 66.5% of the synthesized area. The die covers 102000 um2.

Per the post-place timing report, worst setup slack is -1400 ps. The number of warnings the tools reported works out to 29. Entering global routing, the biggest net connects 65 pins. According to the timing report, the data required time at the worst endpoint equals 3470 ps.

The via count of the routed design was 28151. In the post-synthesis netlist, the cell with the most instances is sky130_fd_sc_hd__edfxtp_1. The overall fraction of global-route tracks in use is 38.0%, and the number of warning messages in the yosys log is 2. Of the total power, the share spent switching nets is 22.1%. The run finished with clean final reports. The logs give 51.1% for the part of the power in registers and 349 MHz for the timing-limited maximum frequency.

The final timing report gives a worst setup slack of 33.7 ps. The share of synthesized registers carrying an async set or reset came out at 13.8%. The startpoint identified for the worst register-to-register timing path is d_mem[22][15]$_DFFE_PP_.

Setup repair after global routing left no endpoint under its margin. TritonCTS built the clock tree. The switching component of the power was reported as 0.00729 W. For this sky-water flow run, the detailed-routed wirelength per cell is reported as 39.4 um.

The number of buffers created by CTS is 107, and the count of cell types in the netlist is 61. Ranked by total cell area, the synthesized netlist is headed by sky130_fd_sc_hd__edfxtp_1 (67%), sky130_fd_sc_hd__dfrtp_1 (5.6%), sky130_fd_sc_hd__nand3_1 (5.6%). The synthesized area divided by synthesized cell count is 15.9 um2, and the count of cells along the worst hold path is 2. For the number of antenna violations at the first check in global routing, the log shows 0.

Detailed placement finished with a half-perimeter wire length of 120000 um. After floorplanning, the core was divided into 116 placement rows. The data arrival time at the worst-slack endpoint was 3440 ps.

The floorplan step set the die width to 320 um. Looking at the power breakdown, combinational cells take 5.9% of the total. Per the final report, max-transition violations number 0. According to the hold report, the worst path is of the primary input to register type. Number of design rule violations left after detail routing: 0. The height of the chip came out at 320 um.

After layout, the minimum clock period comes to 2870 ps. The setup skew after layout is 23.9 ps, and the first-pass GRT wire length is 241000 um. According to the report, the first pass of detailed routing completed in 5 iterations. The transition time recorded at the tightest slew-check pin is 928 ps.

The final standard cell area without fillers is 51300 um2. Measured in cells, the most critical reg-to-reg path has a length of 7. The share of post-route cells with drive strength above 1 is 32.4%. In this run the number of H-tree levels came out at 3. The logs give 40500 um2 for the cell area after synthesis and 0.527 mV for the maximum vdd ir drop.

The placer congestion estimate came out at 1.03. The via count of the first global-routing pass is 29902. Summed over all instances, the cell type with the most area after synthesis is sky130_fd_sc_hd__edfxtp_1. The tools report the total detailed-routing wirelength as 176000 um.
==> cell families (layout without fill, tap and decap cells) <==
family,after synthesis,in the layout,synth area share (%)
AOI/OAI and AO/OA,324,324,6.40
buffers and inverters,189,793,2.55
DFF,1040,1040,75.6
muxes,128,128,3.56
other,0,3,0
and+or+nand+nor,869,869,11.9
==> cell type report <==
type,instances,area [um2],area share (%)
multi-input combinational,1321,9180,17.9
antenna,3,7.51,0.0146
tap,1298,1620,3.17
clock inverter,58,626,1.22
inverter,1,3.75,0.00732
sequential,1040,30600,59.6
timing repair buffer,591,6290,12.3
clock buffer,143,2980,5.81
==> per-layer routing <==
layer | up-vias | track usage [%] | share of wire [%]
li1 | 11421 | - | -
met1 | 13945 | 44.1 | 32
met2 | 2316 | 50.9 | 43
met3 | 457 | 31.5 | 19
met4 | 12 | 16.9 | 6.1
met5 | - | 3.97 | 0.28
==> worst max-delay path by stage <==
stage / endpoint / slack (ps) / startpoint
4_1_cts: rdata[9]$_DFFE_PN0N_ / 40 / addr[3]
5_1_grt: rdata[15]$_DFFE_PN0N_ / 20 / addr[2]
6_report: rdata[15]$_DFFE_PN0N_ / 30 / addr[2]
==> through the flow <==
stage	util (%)	TNS [ps]	cells	hold WS [ps]	power (W)
floorplan	-	-41720	2550	284	0.0177
global placement	47.4	-322220	4248	485	0.0190
detailed placement	47.4	-312890	4248	485	0.0190
CTS	51.1	0	4452	168	0.0330
global route	51.2	0	4452	176	0.0337
finish	51.2	0	4455	182	0.0329
==> placed cells by master (no fill, tap or decap), types with 20 or more instances in the layout <==
cell	Yosys	layout
sky130_fd_sc_hd__a32o_1	26	26
sky130_fd_sc_hd__a22o_1	22	22
sky130_fd_sc_hd__dfstp_2	53	53
sky130_fd_sc_hd__clkbuf_16	0	111
sky130_fd_sc_hd__clkinv_2	0	20
sky130_fd_sc_hd__clkbuf_1	52	24
sky130_fd_sc_hd__a22oi_1	112	112
sky130_fd_sc_hd__nor2_2	8	64
sky130_fd_sc_hd__buf_12	0	144
sky130_fd_sc_hd__edfxtp_1	896	896
sky130_fd_sc_hd__buf_4	11	403
sky130_fd_sc_hd__nand3_1	453	453
sky130_fd_sc_hd__dfrtp_1	91	91
sky130_fd_sc_hd__mux2_2	128	128
sky130_fd_sc_hd__nand4_1	140	140
sky130_fd_sc_hd__a32oi_1	92	92
sky130_fd_sc_hd__a21oi_1	23	23
sky130_fd_sc_hd__nand2_1	39	39
==> worst max-delay path, stage by stage <==
cell,delay [ps]
sky130_fd_sc_hd__clkdlybuf4s50_1,470
sky130_fd_sc_hd__buf_6,150
sky130_fd_sc_hd__buf_8,150
sky130_fd_sc_hd__or4_1,160
sky130_fd_sc_hd__buf_12,140
sky130_fd_sc_hd__o21ai_2,70
sky130_fd_sc_hd__buf_12,160
sky130_fd_sc_hd__buf_4,170
sky130_fd_sc_hd__a21oi_1,130
sky130_fd_sc_hd__nand4_1,380
sky130_fd_sc_hd__nor4_4,640
sky130_fd_sc_hd__buf_12,160
sky130_fd_sc_hd__a21oi_1,50
==> flip-flops by register name (all words and copies together), names as in the netlist <==
register  flops
rdata        16
d_mem      1024
==> what timing repair did <==
action / 4_1_cts / 5_1_grt
hold endpoints to repair: 7 / 0
buffers inserted: 2 / 0
pin swaps: 1 / 2
resized: 15 / 16
hold buffers: 1 / 0
setup endpoints to repair: 9 / 10
==> power groups by stage <==
stage,registers (W),clock network [W],logic [W]
after CTS,0.0168,0.0143,0.00191
after global routing,0.0169,0.0148,0.00202
final,0.0168,0.0142,0.00194
Power and IR drop assume default switching activity.
